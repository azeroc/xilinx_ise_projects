### flow/run.sh
#!/bin/bash
# OpenROAD 26Q1-2900-gdf79404cd8, Yosys 0.63+post, stock flow scripts
make -C /OpenROAD-flow-scripts/flow DESIGN_CONFIG=/design/flow/config.mk WORK_HOME=/design/flow/orfs finish
### flow/config.mk
export PLATFORM = sky130hd
export DESIGN_NAME = KEY_PRESS
export DESIGN_NICKNAME = KEY_PRESS
export VERILOG_FILES = /design/flow/design.v
export SDC_FILE = /design/flow/constraint.sdc
export NUM_CORES = 4
export LEC_CHECK = 1
export CORE_AREA = 10 10 100 100
export DIE_AREA = 0 0 110 110
### flow/constraint.sdc
current_design KEY_PRESS

set clk_period 3.1
set clk_io_pct 0.2

create_clock -name clk0 -period $clk_period [get_ports {clk}]

set non_clock_inputs [all_inputs -no_clocks]
set_input_delay [expr $clk_period * $clk_io_pct] -clock clk0 $non_clock_inputs
set_output_delay [expr $clk_period * $clk_io_pct] -clock clk0 [all_outputs]
### flow/design.v
`timescale 1ns / 1ps
module KEY_PRESS(
    clk,
    key_sw,
    result
);
parameter
    hold_delay = 800 * 525;  
input clk;
input key_sw;
output result;
reg [31:0] push_down_cnt;
reg pressed;
wire d_ff_val1;
wire d_ff_val2;
wire d_ff_val3;
initial begin
    push_down_cnt = 0;
    pressed = 0;
end
always@(posedge clk) begin
    if (!key_sw) begin
        pressed <= 0;
        push_down_cnt <= 0;
    end
    else if (push_down_cnt >= hold_delay) begin
        pressed <= 1;
        push_down_cnt <= 0;
    end
    else begin
        push_down_cnt <= push_down_cnt + 1;
    end
end
assign d_ff_val1 = pressed;
d_ff d_ff_module1
(
    .clk(clk),
    .d(d_ff_val1),
    .q(d_ff_val2)
);
d_ff d_ff_module2
(
    .clk(clk),
    .d(d_ff_val2),
    .q(d_ff_val3)
);
assign result = d_ff_val2 && ~d_ff_val3;
endmodule
`timescale 1ns / 1ps
module d_ff(
    clk,
    d,
    q
);
input wire clk;
input wire d;
output reg q;
always@(posedge clk) begin
    q = d;
end
endmodule
==> notes.md <==
From the run reports.

- The run finished with clean final reports.
- The fraction of synthesis flops using an asynchronous set or reset pin is 0.
- The area share of the largest cell type after synthesis reads 0.527.
- Clock tree synthesis inserted a total of 5 buffers.
- For the pin with the worst max-slew slack, the measured transition is 0.720 ns.
- In this run the worst setup path terminates at push_down_cnt[16].
- The class of the most critical hold timing path is reg2reg.
- The pre-antenna-repair detailed-routing pass consisted of 4 iterations.
- The core footprint reads 7810 um2.
- Setup repair after global routing left no endpoint under its margin.
- In this run the critical register-to-register path is launched from push_down_cnt[0].
- The hold buffer count at CTS reads 0.
- The number of warnings reported in the stage logs is 27.
- The tree built by TritonCTS fans out to 35 sinks.
- The detailed placer's ending HPWL is 1280 um.
- The worst path in the final design needs a cycle of 1.98 ns, including I/O delays and setup.
- The overall routed net length is 1880 um.
- The worst-case clock buffer depth reads 2.
- The standard-cell row count is 32.
- Counting tap cells, the placed design contains a total of 238 instances.
- The leading register cell type out of synthesis is dfxtp_1.
- The final-report setup violation count reads 0.
- The clock transition at the register clock pins on the worst setup and hold paths after CTS is 0.07 ns.
- Using the TritonRoute via totals, the vias-per-cell ratio works out to 3.54.
- The register share after synthesis is 0.527.
- The number of antenna diodes reads 0.
- The final estimated routing congestion in global placement is 0.761.
- The number of standard cells after synthesis reads 125.
- The report shows a maximum critical-path fanout of 5.
- STA classifies the critical path endpoint as a flip-flop.
- The number of cell instances after yosys synthesis reads 125.
- The arrival time of the worst setup path is 2.18 ns.
- STA classifies the critical path startpoint as a flip-flop.
- Per STA, the startpoint of the critical path is push_down_cnt[0].
- The layout summary lists the proportion of cells stronger than drive strength 1 as 0.118.
- The leakage component of the power was reported as 0.495 nW.
- The top-level port count reads 3.
- The largest net degree at the start of global routing reads 21.
- The mean instance size in the synthesized netlist is 10.6 um2.
- The die span in y reads 110 um.
- The remaining global-route overflow reads 0.
- The final count of pins violating max slew reads 0.
- Once detail routing completed, the nets flagged for antenna violations numbered 0.
- The post-cts resize count reads 0.
- The H-tree generated during clock tree synthesis spans 2 levels.
- The classification of the worst setup path reads reg2reg.
- The area of the mapped netlist reads 1330 um2.
- The data required time at the worst endpoint is 3.31 ns.
- Yosys attributes the largest share of cell area to dfxtp_1 53%, nor3_1 7.2%, xnor2_1 6.6%.
- The final count of hold timing violations reads 0.
- The number of maximum-capacitance violations is 0.
- The worst clock skew on the final layout is 0.00433 ns.
- The number of fill cells in the layout reads 845.
- Looking at the reg2reg group, the worst path ends at push_down_cnt[16].
- The share of the clock period used by the worst path reads 0.637.
- The post-CTS setup buffer count reads 0.
- The distinct cell type count of the synthesized netlist reads 36.
- The root buffer cell is clkbuf_8.
- Per the detail_route report, routed wire per instance is 7.66 um.
- Overall routing resource usage recorded by global route was 0.0329.
- The worst setup slack for register-to-register paths is 1.12 ns.
- Leaving out filler cells and counting taps, the final layout contains 246.
- The violation tally recorded at the end of detailed-routing iteration 0 is 17.
- The worst slack on hold paths is 0.347 ns.
- In this run the tool buffered the top-level ports with 2 buffer cells.
- In the final timing run, aggregate negative setup slack is 0 ns.
- The worst VDD IR drop from the latest analysis is 154 uV.
- The overall die area is 12100 um2.
- Per the synth log, the flip-flop and latch total comes to 35.
- The chip area in the Yosys report is 1330 um2.
- The number of warnings issued by yosys is 2.
- The maximum achievable frequency is 506 MHz.
- The initial standard-cell utilization of the core reads 0.170.
- The via count of the first global-routing pass was 773.
- The flow measured a signed area growth from synthesis to layout of 20.6%.
- Per the OpenROAD floorplan log, the width of the die is 110 um.
- The TritonCTS clock tree reads yes.
- The power density of the placed cells reads 499 nW/um2.
- Per the detail_route report, the via count comes to 870.
- Of all cell types, the one taking the most synthesized area is dfxtp_1.
- The later-pin clock latency in the skew report is 0.28 ns.
- The first-pass GRT wire length is 3360 um.
- The worst slew slack as a fraction of its limit is 0.520.
- The logic depth of the worst register-to-register path is 5.
- The synthesized design contains 0 enable-type register cells.
- The initial antenna violation count is 0.
- For this run, design rule violations remaining after detail routing come to 0.
cell type report:
cell class,instances,area [um2],share of cell area
Multi-Input combinational cell,94,642,0.400
Tap cell,102,128,0.0796
Clock inverter,3,25.0,0.0156
Inverter,5,18.8,0.0117
Timing Repair Buffer,2,20.0,0.0125
Clock buffer,5,68.8,0.0429
Sequential cell,35,701,0.437
worst max-delay path, cell delays in order, from the launching register on:
cell and delay [ns]:
dfxtp_1 0.39, ha_1 0.23, nand3_2 0.12, or4_4 0.58
or3_1 0.37, a211oi_2 0.20
logic make-up after synthesis:
kind of cell | Yosys count | share of synthesized area
other | 1 | 0.00282
xor gates and xnor gates | 12 | 0.0791
buffers and inverters | 8 | 0.0235
DFF | 35 | 0.527
adders and majority gates | 2 | 0.0188
and+or+nand+nor | 53 | 0.268
AOI/OAI and AO/OA | 14 | 0.0800
synth_stat cells (2+ instances only):
cell type   n
and3_1      2
or4_1       2
a211oi_1    3
nand4_1     2
xor2_1      2
nor3_1     19
ha_1        2
or4_4       2
clkbuf_1    2
o21ai_1     4
xnor2_1    10
inv_1       5
nand3_1     6
dfxtp_1    35
or3_1       4
nor2_1      2
nand2_1     4
where the power goes:
part | internal, mW | switching (mW)
registers | 0.461 | 0.00373
logic | 0.00372 | 0.00314
clock network | 0.160 | 0.168
total | 0.624 | 0.175
routing by layer:
metal	up-vias	share of wire	GRT usage
met3	5	0.037	0.0106
met5	-	0	0
met1	381	0.51	0.0438
met4	0	0.030	0.00836
met2	9	0.42	0.0508
li1	475	-	-
sequential cells by signal, indices dropped and copies added (netlist names):
name / count
d_ff_module1.q: 1
d_ff_module2.q: 1
pressed: 1
push_down_cnt: 32
worst min path at each step:
| stage | from | end | slack (ns) | depth (start not counted) |
|---|---|---|---|---|
| 4_1_cts | d_ff_module1.q | d_ff_module2.q | 0.35 | 0 |
| 5_1_grt | d_ff_module1.q | d_ff_module2.q | 0.35 | 0 |
| 6_report | d_ff_module1.q | d_ff_module2.q | 0.35 | 0 |
cell usage in the layout (no fill, tap or decap), drive strengths merged, types with 3 or more instances in the layout:
| master | count |
|---|---|
| dfxtp | 35 |
| nor3 | 20 |
| conb | 13 |
| xnor2 | 10 |
| nand3 | 8 |
| inv | 5 |
| clkbuf | 5 |
| nand2 | 5 |
| o21ai | 5 |
| or3 | 4 |
| a211oi | 4 |
| or4 | 4 |
| nand4 | 3 |
per-stage QoR:
step	worst slack (ns)	total power, mW	instance area, um2	util
final	1.12	0.800	1600	0.205
after global routing	1.01	0.832	1600	0.205
after CTS	1.11	0.809	1600	0.205
after detailed placement	1.13	0.482	1510	0.193
after global placement	1.16	0.481	1510	0.193
after floorplan	1.22	0.477	1370	-
No activity file was given, so power comes from the tool's default toggle rates.
