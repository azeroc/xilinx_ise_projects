### flow/config.mk
export PLATFORM = sky130hd
export DESIGN_NAME = GRID_CTRL
export DESIGN_NICKNAME = GRID_CTRL
export VERILOG_FILES = /design/flow/design.v
export SDC_FILE = /design/flow/constraint.sdc
export NUM_CORES = 4
export LEC_CHECK = 1
export CORE_UTILIZATION = 50
### flow/constraint.sdc
current_design GRID_CTRL

set clk_period 10.7
set clk_io_pct 0.2

create_clock -name clk0 -period $clk_period [get_ports {vga_clk}]

set non_clock_inputs [all_inputs -no_clocks]
set_input_delay [expr $clk_period * $clk_io_pct] -clock clk0 $non_clock_inputs
set_output_delay [expr $clk_period * $clk_io_pct] -clock clk0 [all_outputs]
### flow/run.sh
#!/bin/bash
# OpenROAD 26Q1-2900-gdf79404cd8, Yosys 0.63+post, stock flow scripts
make -C /OpenROAD-flow-scripts/flow DESIGN_CONFIG=/design/flow/config.mk WORK_HOME=/design/flow/orfs finish
### flow/design.v
`timescale 1ns / 1ps
module GAME_CTRL(
    clk,
    op_keys,
    draw_finish,
    data_updated
);
parameter
    move_delay = 30,  
    x_min = 0,
    x_max = 7,
    x_size = 8,
    y_min = 0,
    y_max = 17,
    y_size = 18; 
input clk;
input [3:0] op_keys;  
input draw_finish;  
output reg [143:0] data_updated; 
reg [3:0] op_keys_lt;
reg [31:0] frame_cnt;
reg [31:0] i, j, k;  
reg [7:0] head_x = 0;
reg [7:0] head_y = 0;
always@(posedge clk) begin
    if (draw_finish) begin
        if(op_keys_lt[0]) begin
            op_keys_lt[0] <= 0;
            if ((head_y - 1) > 0)  
                head_y = head_y - 1;
            else
                head_y = 0;
        end
        if(op_keys_lt[1]) begin
            op_keys_lt[1] <= 0;
            if ((head_y + 1) < 17) 
                head_y = head_y + 1;
            else
                head_y = 17;
        end
        if(op_keys_lt[2]) begin
            op_keys_lt[2] <= 0;
            if ((head_x - 1) > 0)  
                head_x = head_x - 1;
            else
                head_x = 0;
        end
        if(op_keys_lt[3]) begin
            op_keys_lt[3] <= 0;
            if ((head_x + 1) < 7)  
                head_x = head_x + 1;
            else
                head_x = 7;
        end
        data_updated = 0;
        data_updated[head_x + (8 * head_y)] = 1;
    end
    else begin
        op_keys_lt[0] <= op_keys[0] ? 1 : op_keys_lt[0];
        op_keys_lt[1] <= op_keys[1] ? 1 : op_keys_lt[1];
        op_keys_lt[2] <= op_keys[2] ? 1 : op_keys_lt[2];
        op_keys_lt[3] <= op_keys[3] ? 1 : op_keys_lt[3];
	end
end
endmodule
`timescale 1ns / 1ps
module GRID_CTRL(
    vga_clk,
    op_keys,
    draw_finish,
    x_coord,
    y_coord,
    coord_value
);
parameter
    move_delay = 30;
input vga_clk;
input [3:0] op_keys;
input draw_finish;
input [7:0] x_coord;
input [7:0] y_coord;
output coord_value;
wire [143:0] data_swap;
GAME_CTRL #(move_delay) game_module
(
    .clk(vga_clk),
    .op_keys(op_keys),
    .draw_finish(draw_finish),
    .data_updated(data_swap)
);
STORAGE_CTRL storage_module
(
    .clk(vga_clk),
    .read_x(x_coord),
    .read_y(y_coord),
    .data_swap(data_swap),
    .draw_finish(draw_finish),
    .coord_value(coord_value)
);
endmodule
`timescale 1ns / 1ps
module STORAGE_CTRL(
    clk,
    read_x,
    read_y,
    data_swap,
    draw_finish,
    coord_value
);
input clk;
input [7:0] read_x;
input [7:0] read_y;
input [143:0] data_swap;
input draw_finish;
output reg coord_value;
reg [143:0] data;
initial begin
    coord_value = 0;
    data = 0;
end
always@(posedge clk) begin
    if (draw_finish) begin
        coord_value <= 0;
        data <= data_swap;
    end
    else begin
        coord_value <= data[read_x + (8 * read_y)];
    end
end
endmodule
==> results_dict.tcl <==
# place-and-route summary
set metrics [dict create \
    outcome "complete, no violations" \
    syn-cell-area_mm2 0.0138 \
    yosysTopAreaCell "edfxtp_1" \
    grt_overflow 0 \
    yosys_register_bits 309 \
    dp_slack_ns 2.59 \
    ys_async_sr_fraction 0 \
    r2r-start "game_module.head_y[0]" \
    drive_gt1_frac 0.181 \
    critPathSlowestCell "a221oi_1" \
    io_buffers 21 \
    edf_count 304 \
    seq_power_share 0.478 \
    fin_total_pwr_w 0.00297 \
    min_path_cells 0 \
    drv_slew 0 \
    cts_resized 0 \
    drtIter0Drc 569 \
    die_x_um 168 \
    reg2regPathDepth 32 \
    slowest_delay_ns 0.55 \
    required_ns 11.06 \
    diodes 0 \
    fin_ws_ns 2.47 \
    fp-utilization 0.511 \
    simple_gate_area_frac 0.136 \
    grt_setup_unrepaired "no" \
    drt-pass1-iter-count 5 \
    clk_path_buf_depth 3 \
    n_fill_cell 2013 \
    detail_route.wl_per_cell_um 20.9 \
    clock-root-buffer "clkbuf_16" \
    cp_top_family "simple AND/OR/NAND/NOR gates" \
    combPwrFrac 0.162 \
    rrSetupSlack_ns 2.47 \
    ys_types 86 \
    path_clk_slew_ns 0.06 \
    finish.utilization 0.569 \
    hold_buffers 0 \
    tool_warnings 29 \
    rows 60 \
    power.net_switching_w 0.000801 \
    hold_path_end "storage_module.data[20]" \
    grt.total_usage 0.219 \
    antenna_found_initial 0 \
    common_cells "edfxtp_1, nor2_1, nor4_1" \
    synth_area_per_cell_um2 15.3 \
    p_leak_nw 5.08 \
    clock_latency_ns 0.56 \
    hold_viol_final 0 \
    fmax_ghz 0.121 \
    grt_pass1_vias 7791 \
    fin_area_mm2 0.0154 \
    grt_pass1_wl_mm 42.5 \
    synthTopLogicFamily "simple AND/OR/NAND/NOR gates" \
    viasPerCell 5.97 \
    cts.sinks 309 \
    synth_warnings 2 \
    setup_tns_ns 0 \
    grt_max_degree 67 \
    path_class "flop to flop" \
    ant_nets 0 \
    core_area_mm2 0.0270 \
    max_slew_margin 0.471 \
    top_cell "edfxtp_1" \
    rr_endpoint "game_module.data_updated[23]" \
    tightest_slew_ns 0.793 \
    cp-end-kind "flop" \
    setup_violations 0 \
    synth_seq_share 0.668 \
    hold_path_class "flop to flop" \
    gp_congestion 0.844 \
    clockPowerShare 0.360 \
    syn_inst 903 \
    io_pins 23 \
    ir_drop_v 0.000114 \
    max_cap_violations 0 \
    path_max_fanout 11 \
    placedInstanceArea_mm2 0.0144 \
    htreeDepth 1 \
    area_growth_pct 11.3 \
    drt_drc_violations_left 0 \
    flop_cell "edfxtp_1" \
    worstPathArrival_ns 8.59 \
    intPower_w 0.00216 \
    synthMuxAreaShare 0.0835 \
    final.setup_skew_ns 0.0180 \
    synthTopCellsByArea "edfxtp_1, mux4_2, nor4_1, nor2_1, ha_1" \
    synthXorXnorAreaFrac 0.0207 \
    die-area_mm2 0.0283 \
    hold_start "game_module.data_updated[20]" \
    power.density_mw_per_mm2 193 \
    hpwl_mm 16.1 \
    top_area_frac 0.660 \
    vias 7696 \
    adder_share 0.0201 \
    layout_min_cycle_time_ns 8.23 \
    cts_tree "built" \
    finalCritPeriodShare 0.769 \
    cts_made_buffers 31 \
    start_kind "flop" \
    die_h_um 168 \
    critPathBufInv 3 \
    aoi_share 0.0487 \
    p_sw_frac 0.270 \
    ys_chip_area_mm2 0.0138 \
    yosys_cells 903 \
    postCtsSetupRepairBufs 0 \
    routed_wl_mm 26.9 \
]
==> power by group through the flow <==
stage / clock network (W) / logic, W / registers, W
finish: 0.00107 / 0.000482 / 0.00142
global route: 0.00114 / 0.000524 / 0.00142
CTS: 0.00109 / 0.000484 / 0.00142
==> logic make-up (layout without fill, tap and decap cells) <==
kind of cell | after synthesis | count (layout)
AOI/OAI and AO/OA | 81 | 81
buffers and inverters | 70 | 115
and+or+nand+nor | 338 | 338
DFF | 309 | 309
muxes | 55 | 55
xor gates and xnor gates | 29 | 29
adders and majority gates | 21 | 21
==> stage by stage <==
| step | cells | hold slack (ns) |
|---|---|---|
| floorplan | 903 | 0.400 |
| global placement | 1234 | 0.400 |
| detailed placement | 1234 | 0.405 |
| CTS | 1289 | 0.409 |
| global route | 1289 | 0.413 |
| finish | 1289 | 0.403 |
==> cells in the final DEF (no fill, tap or decap), types with 4 or more instances in the layout <==
| cell | instances |
|---|---|
| a211oi_2 | 4 |
| a21o_1 | 4 |
| a21oi_1 | 8 |
| and2_1 | 6 |
| and3_1 | 8 |
| buf_4 | 19 |
| bufinv_16 | 4 |
| clkbuf_1 | 5 |
| clkbuf_16 | 31 |
| clkdlybuf4s50_1 | 18 |
| clkinv_1 | 8 |
| dfxtp_1 | 5 |
| edfxtp_1 | 304 |
| ha_1 | 19 |
| inv_1 | 19 |
| mux2i_1 | 5 |
| mux4_2 | 46 |
| nand2_1 | 20 |
| nand2_2 | 6 |
| nand2b_1 | 4 |
| nand3_1 | 27 |
| nand3_2 | 9 |
| nand3b_1 | 4 |
| nand4_1 | 7 |
| nor2_1 | 116 |
| nor3_1 | 15 |
| nor4_1 | 78 |
| nor4_2 | 6 |
| o21a_1 | 4 |
| o21ai_0 | 17 |
| xnor2_1 | 11 |
| xor2_1 | 15 |
==> final cells by class <==
cell class                 count  area (um2)  area share
clock buffer                  36         795      0.0517
clock inverter                19         216      0.0141
inverter                      20        75.1     0.00488
multi-input combinational    524        4290       0.279
sequential                   309        9230       0.600
tap                          341         427      0.0277
timing repair buffer          40         348      0.0226
==> registers in the layout (all words and copies together), names as in the netlist <==
signal / count
game_module.data_updated: 144
storage_module.coord_value: 1
game_module.op_keys_lt: 4
game_module.head_x: 8
storage_module.data: 144
game_module.head_y: 8
==> how the worst max path moves through the flow <==
stage,from,to,cells past startpoint
CTS,game_module.head_y[0],game_module.data_updated[23],32
global route,game_module.head_y[0],game_module.data_updated[133],32
finish,game_module.head_y[0],game_module.data_updated[23],32
==> layer usage <==
layer / vias to the layer above / GRT usage / wire length (um)
li1: 3626 / - / -
met1: 3735 / 0.324 / 10600
met2: 284 / 0.323 / 12600
met3: 51 / 0.103 / 2790
met4: 0 / 0.0553 / 871
met5: - / 0 / 0
==> worst reg2reg max path: cells and delay by family (launching register included) <==
family | cells | cell delay (ns)
and+or+nand+nor | 16 | 3.35
AOI/OAI and AO/OA | 8 | 2.32
adders and majority gates | 4 | 1.16
DFF | 1 | 0.52
muxes | 1 | 0.43
buffers and inverters | 3 | 0.25
Power is estimated from default activity; no workload was simulated.
