[/design/flow/design.v]
module VGA(
    vga_clk,
    coord_value,
    redOut, 
    greenOut,
    blueOut, 
    hsync,
    vsync,
    draw_finish,
    x_coord,
    y_coord,
    display_data
);
input vga_clk;  
input coord_value;   
output redOut, greenOut, blueOut;   
output hsync;     
output vsync;
output draw_finish;
output [7:0] x_coord;
output [7:0] y_coord;    
output display_data;
reg [9:0] hcount;    
reg [9:0] vcount;
reg [9:0] vpixel_cnt;
reg [9:0] hpixel_cnt;
reg [7:0] x_coord_cnt;
reg [7:0] y_coord_cnt;
reg [2:0] data; 
reg finish_bit;
parameter 
    hsync_end        = 10'd95,
    vsync_end        = 10'd1,
    hdata_begin      = 10'd143,
    hdata_end        = 10'd783,
    vdata_begin      = 10'd34,
    vdata_end        = 10'd514,
    hpixel_end       = 10'd799,
    vline_end        = 10'd524,
    h_start_offset   = 224,
    v_start_offset   = 24,
    h_end_offset     = 220,
    v_end_offset     = 14,
    h_border         = 8,
    v_border         = 8,
    clr_bg           = 3'b001,
    clr_border       = 3'b100,
    clr_pixel_filled = 3'b111,
    clr_pixel_empty  = 3'b000,
    pixel_div        = 24;
initial begin
    hcount = 0;    
    vcount = 0;
    vpixel_cnt = 0;
    hpixel_cnt = 0;
    x_coord_cnt = 0;
    y_coord_cnt = 0;
    data = 0; 
    finish_bit = 0;
end
always @(posedge vga_clk) begin
        if (hcount == hpixel_end)
            hcount <= 10'd0;
        else
            hcount <= hcount + 10'd1;
end
always @(posedge vga_clk) begin
    if (hcount == hpixel_end) begin
        if (vcount == vline_end)
            vcount <= 10'd0;
        else
            vcount <= vcount + 10'd1;
    end
end
always @(posedge vga_clk) begin
    if (vcount == vline_end && hcount == 0)
        finish_bit <= 1;
    else
        finish_bit <= 0;
end
always @(posedge vga_clk) 
begin
    if (hcount == hpixel_end) begin
        if (vcount - vdata_begin > v_start_offset
            && vcount < vdata_end - v_end_offset)
        begin
            if (vpixel_cnt < pixel_div) begin
                vpixel_cnt <= vpixel_cnt + 1;
            end
            else begin
                vpixel_cnt <= 0;
                y_coord_cnt <= y_coord_cnt + 1;
            end
        end
        else begin
            vpixel_cnt <= 0;
            y_coord_cnt <= 0;
        end
    end
    if (hcount - hdata_begin > h_start_offset
        && hcount < hdata_end - h_end_offset)
    begin
        if (hpixel_cnt < pixel_div) begin
            hpixel_cnt <= hpixel_cnt + 1;
        end
        else begin
            hpixel_cnt <= 0;
            x_coord_cnt <= x_coord_cnt + 1;
        end
    end
    else begin
        hpixel_cnt <= 0;
        x_coord_cnt <= 0;
    end
    if (hcount - hdata_begin > h_start_offset
        && hcount < hdata_end - h_end_offset
        && vcount - vdata_begin > v_start_offset
        && vcount < vdata_end - v_end_offset) 
    begin
        if (coord_value)
            data <= clr_pixel_filled;
        else
            data <= clr_pixel_empty;
    end
    else 
    begin  
        if (hcount - hdata_begin + h_border > h_start_offset
            && hcount - h_border < hdata_end - h_end_offset
            && vcount - vdata_begin + v_border > v_start_offset
            && vcount - v_border < vdata_end - v_end_offset)
            data <= clr_border;
        else
            data <= clr_bg;
    end
end
assign display_data = 
        (hcount >= hdata_begin) 
    && (hcount <  hdata_end)
    && (vcount >= vdata_begin) 
    && (vcount <  vdata_end); 
assign hsync = (hcount > hsync_end);
assign vsync = (vcount > vsync_end);
assign { redOut, greenOut, blueOut } = (display_data) ?  data : 3'b000;
assign x_coord = x_coord_cnt;
assign y_coord = y_coord_cnt;
assign draw_finish = finish_bit;
endmodule
[/design/flow/run.sh]
#!/bin/bash
# OpenROAD 26Q1-2900-gdf79404cd8, Yosys 0.63+post, stock flow scripts
make -C /OpenROAD-flow-scripts/flow DESIGN_CONFIG=/design/flow/config.mk WORK_HOME=/design/flow/orfs finish
[/design/flow/constraint.sdc]
current_design VGA

set clk_period 3.5
set clk_io_pct 0.2

create_clock -name clk0 -period $clk_period [get_ports {vga_clk}]

set non_clock_inputs [all_inputs -no_clocks]
set_input_delay [expr $clk_period * $clk_io_pct] -clock clk0 $non_clock_inputs
set_output_delay [expr $clk_period * $clk_io_pct] -clock clk0 [all_outputs]
[/design/flow/config.mk]
export PLATFORM = sky130hd
export DESIGN_NAME = VGA
export DESIGN_NICKNAME = VGA
export VERILOG_FILES = /design/flow/design.v
export SDC_FILE = /design/flow/constraint.sdc
export NUM_CORES = 4
export LEC_CHECK = 1
export CORE_UTILIZATION = 50
==> out/metrics.sh <==
FINALWORSTPATHREQUIREDPERIOD_PS=3320
CP_MAX_FO=6
POST_SYNTH_NUM_CELL_TYPES=60
R2R-START='vcount[2]'
CTS.HOLD.BUFFERS_ADDED=0
CLOCK_INSERTION_DELAY_WORST_SKEW_PS=340
DP.CELLS=512
WORST_EP_ARRIVAL_TIME_PS=2620
FIRSTDRTPASSITERS=4
SYNTHESIZED_AREA_DIVIDED_BY_SYNTHESIZED_CELL_COUNT_UM2=9.20
POST_SYNTH_MOST_FREQUENT_CELLS='nor2_1, dfxtp_1, edfxtp_1, nand2_1, nand3_1'
YOSYS-STAT-CELLS=389
POST_SYNTH_INSTANCE_AREA_UM2=3580
CRITICAL_PATH.ENDPOINT_TYPE='output port'
YOSYS-TOP-CELLS-AREA='edfxtp_1, dfxtp_1, ha_1, xnor2_1, nor2_1'
YOSYSWARNINGCOUNT=1
DRT_WL_TOTAL_MM=7.23
FP.DIEAREA_UM2=7500
CTS_TREE='yes'
DRIVE_GT1_SHARE_PCT=11.6
CLOCK-ROOT-BUFFER='clkbuf_8'
IRDROPWORSTVDD_mV=0.462
GRT_PASS1_VIAS=2491
RUN_STATUS='complete, no violations'
FIN_CRIT_SH_PCT=94.8
SYNTH_FLOP_COUNT=60
CRITICAL_PATH.ENDPOINT='redOut'
FINAL-INSTANCE-COUNT-EXCL-FILL=528
TIMING.SETUP.TNS_PS=0
STD_CELL_ROWS=30
GRT_PASS1_WL_MM=11.8
GROUTE.USAGE.OVERALL_PCT=20.6
NUMBER_OF_NETS_WITH_ANTENNA_VIOLATIONS_AFTER_ROUTING=0
COMB_AREA_UM2=1980
FLOORPLAN_CORE_DENSITY_PCT=52.1
CP_DATA_REQUIRED_TIME_PS=2800
GRT_START_MAX_NET_PINS=27
WORST_R2R_ENDPOINT='y_coord_cnt[0]'
CORE-AREA_UM2=6870
TOTALPOWERFINAL_uW=1590
NETLIST_INSTANCES=389
CTS.REPORTEDPATHS.CLKPINSLEW_PS=70
CTS_BUFFERS=9
BOUNDARYPINS=25
POWER.STATIC_LEAKAGE_uW=0.00160
FLOP2FLOP_SETUP_SLACK_PS=420
POST_DRT_VIA_CELL_RATIO=5.30
WORSTSETUPPATHTYPE='flip-flop to output port'
CP_CELL_SEQUENCE='inv_1, ha_1, a41o_1, o21ai_1, a2111oi_1, buf_4, and2_1, clkdlybuf4s50_1'
MAX_CAP_VIOL_COUNT=0
CRIT_PATH_LAUNCH_TYPE='flip-flop'
YOSYS.STAT.CHIPAREA_UM2=3580
DRT-INITIAL-DRC-COUNT=110
DIE_WIDTH_UM=86.6
ANTENNA_FOUND_INITIAL=0
PORT_BUFFERS=24
POST-CTS-SETUP-BUFFERS=0
CTS.PATH.MAX_BUFFERS=2
ANTENNADIODECOUNT=0
DRT-WIRELENGTH-PER-CELL_UM=13.7
GRT_OVERFLOW_TOTAL=0
SYNTHDOMINANTAREACELLTYPE='edfxtp_1'
DRT_DRC_VIOLATIONS_LEFT=0
SYNTH.YOSYS.SEQ_AREA_SHARE_PCT=41.4
SLEW_VIOL_FINAL=0
WARNINGS=37
SETUP_VIOL=0
VIAS=2801
CLOCK-SKEW-FINAL_PS=11.6
SEQUENTIAL_AREA_UM2=1480
FLOORPLAN.DIE.HEIGHT_UM=86.6
GP_CONGESTION=0.871
ASYNC_FLOP_SHARE_PCT=0
SYNTH-EDFF-COUNT=28
TIMING.FMAX_MHz=301
POWER.DENSITY_nW_PER_UM2=380
FILL_CELLS=579
FINAL.SETUP.WORST_SLACK_PS=182
POST-SYNTH-TOP-AREA-FRACTION_PCT=23.5
R2R_CELLS=9
CRIT_START='hcount[4]'
SYNTHTOLAYOUTAREAGROWTH_PCT=16.9
CTS-HTREE-LEVELS=3
CRITPATHSLOWESTCELL='clkdlybuf4s50_1'
RSZ0062_AT_GRT='no'
TIMING_HOLD_VIOLATIONS_FINAL=0
HOLD_PATH.CLASS='flip-flop to flip-flop'
YS.FLOP_TYPE='dfxtp_1'
SLOWEST_DELAY_PS=460
CLOCK_SINK_COUNT=60
PLACE_HPWL_MM=5.13
SYNTHMOSTINSTANTIATEDCELL='nor2_1'
PRE_CTS_WS_PS=417
[repair_timing]
item / CTS / global route
setup endpoints to repair: 0 / 4
resized: 0 / 6
hold endpoints to repair: 0 / 0
[state kept, by name, indices dropped and copies added (netlist names)]
| name | count |
|---|---|
| data | 3 |
| finish_bit | 1 |
| hcount | 10 |
| hpixel_cnt | 10 |
| vcount | 10 |
| vpixel_cnt | 10 |
| x_coord_cnt | 8 |
| y_coord_cnt | 8 |
[through the flow]
step                      utilization [%]  hold slack, ps  instance area [µm²]
after floorplan                         -             428                 3610
after global placement               57.9             441                 3980
after detailed placement             57.9             444                 3980
after CTS                            60.7             454                 4170
after global routing                 60.9             464                 4180
final                                60.9             452                 4180
[kinds of logic after synthesis]
logic type      synth area share (%)
compound gates                  9.69
xor+xnor                        10.0
fa+ha+maj                       7.69
buf+inv                         4.72
flops                           41.4
mux                            0.839
other cells                    0.105
simple gates                    25.5
[area by class of cell]
| cell class | instances | share of cell area, % |
|---|---|---|
| clock buffers | 13 | 4.04 |
| clock inverters | 3 | 0.478 |
| flip-flops and latches | 60 | 35.5 |
| inverters | 18 | 1.61 |
| repair buffers | 38 | 8.25 |
| well taps | 96 | 2.87 |
| multi-input cells | 300 | 47.3 |
[report_power, final]
part           total, µW  internal (µW)  switching (µW)
registers            834            780            54.1
logic                171            118            53.7
clock network        585            316             269
total               1590           1210             377
[critical path: cells and delay by family, from the launching register on]
family / cells / cell delay, ps
flip-flops: 1 / 310
AND/OR/NAND/NOR: 1 / 160
AND-OR/OR-AND: 3 / 870
buffers and inverters: 3 / 760
adder cells (fa/ha/maj): 1 / 190
[how the worst min path moves through the flow]
stage / to / depth (start not counted) / start
4_1_cts: hpixel_cnt[0] / 1 / hpixel_cnt[0]
5_1_grt: hpixel_cnt[0] / 1 / hpixel_cnt[0]
6_report: hpixel_cnt[0] / 1 / hpixel_cnt[0]
[metal layers]
metal,part of all wire [%],vias to the layer above,global-route usage (%)
li1,-,1443,-
met3,3.8,7,3.86
met4,1.3,0,2.27
met1,51,1305,33.0
met2,43,46,31.4
met5,0,-,0
[placed cells by master, fill, tap and decap left out, types with 3 or more instances in the layout]
cell type        instances
nor2_1                  47
xnor2_1                 21
dfxtp_1                 30
nand3_1                 27
and3_1                   6
and2_1                   6
nand2b_1                 7
nor2_2                   7
nor2b_1                  3
a31o_2                   3
nor3_1                   9
buf_4                   14
ha_1                    21
nand2_1                 28
clkbuf_8                12
clkdlybuf4s50_1         24
o21ai_0                 10
a21oi_1                  9
a31oi_1                  3
edfxtp_1                28
or4_1                    3
mux2i_1                  3
nor4_1                   5
conb_1                  10
nand4_1                 10
inv_1                   18
xor2_1                  20
